$ cat design/flow/design.v
module ALUSelect(
	input [3:0] FunctC,
	input [31:0] A,B,
	output reg [31:0] ALUOut,
	output reg Zero);
	wire cout1,cout2;
	wire overFlow1,overFlow2;
	reg [31:0] him, lom, hid, lod;
	reg flag;
	wire [31:0] add,sub,quo,rem,SLT;
	wire [63:0] mul;
	ThirtyTwoBitSub u1 (.B(B),.A(A),.cin(1'b0),.Diff(add));
	ThirtyTwoBitSub u2 (.B(B),.A(A),.cin(1'b1),.Diff(sub));
	SixtyFourBitMul u3 (.B(B),.A(A),.product(mul));
	Div u4 (.A(A),.B(B),.quo(quo),.rem(rem));
	always@(*) begin 
		case (FunctC)
			4'b0010: ALUOut = add;
			4'b0110: ALUOut = sub;
			4'b0000: ALUOut = A&B;
			4'b0001: ALUOut = A|B;
			4'b0011: ALUOut = ~(A|B);	 
			4'b1010: begin			 
				him = mul[63:32];
				lom = mul[31:0];
				flag = 1;		
			end
			4'b1111: begin			 
				hid = rem;
				lod = quo;
				flag = 0;	 	
			end
			4'b0101: begin			 
				ALUOut = (flag) ? him : hid;
			end
			4'b0111: begin			 
				ALUOut = (flag) ? lom : lod;
			end
			4'b1110: begin 
				ALUOut = (sub[31]) ? 1'b1 : 1'b0;
			end
			default: ALUOut = 32'bxxxxxxxxxxxxxxxxxxxxxxxxxxxxxxxx;
		endcase
		if (ALUOut == 0) Zero = 1;
		else Zero = 0;
	end
endmodule
module Div(
	input [31:0] A,
	input [31:0] B,
	output [31:0] quo,
	output [31:0] rem);
	assign quo = A/B;
	assign rem = A%B;
endmodule 
module Execute(
	input [31:0] instruct,
	input [31:0] address,
	input [31:0] signExnd,
	input [31:0] mem1Read,mem2Read,
	input ALUSrc, Branch,
	input [3:0] FunctC,
	input [1:0] ALUOp,
	output [31:0] ALUResult,
	output [31:0] MX2);
	wire [31:0] B,SL2,ALUAres;
	wire Zero,Branch2;
	MuxALUSRC u0 (.regRead(mem2Read),.signExnd(signExnd),.ALUSrc(ALUSrc),.ALUvalue(B));
	ALUSelect u1 (.FunctC(FunctC),.A(mem1Read),.B(B),.ALUOut(ALUResult),.Zero(Zero));
	ShiftLeftTwo u3 (.inaddr(signExnd),.outaddr(SL2));
	ThirtyTwoBitSub u4 (.A(instruct),.B(SL2),.cin(1'b0),.Diff(ALUAres));
	assign Branch2 = Branch&&Zero;
	MuxBranch u5 (.ALUResult(ALUAres),.OtherAddr(address),.Branch(Branch2),.Addr(MX2));
endmodule
module FourBitCLA(
	input [3:0] A, B,
	input cin,
	output [3:0] sum,
	output cout);
	wire [4:1] tcout;
	assign tcout[1]= ((A[0]^B[0])&cin)+(A[0]&B[0]);
	assign tcout[2]= ((A[1]^B[1])&(((A[0]^B[0])& cin)+(A[0]&B[0])))+(A[1]&B[1]);
	assign tcout[3]= ((A[2]^B[2])&(((A[1]^B[1])&(((A[0]^B[0])&cin)+(A[0]&B[0])))+(A[1]&B[1])))+(A[2]&B[2]);
	assign tcout[4]= ((A[3]^B[3])&(((A[2]^B[2])&(((A[1]^B[1])&(((A[0]^B[0])&cin)+(A[0]&B[0])))+(A[1]&B[1])))+(A[2]&B[2])))+(A[3]&B[3]);
	assign sum[0] = A[0]^B[0]^cin;
	assign sum[1] = A[1]^B[1]^tcout[1];
	assign sum[2] = A[2]^B[2]^tcout[2];
	assign sum[3] = A[3]^B[3]^tcout[3];
	assign cout = tcout[4];
endmodule 
module MuxALUSRC(
	input [31:0] regRead,
	input [31:0] signExnd,
	input ALUSrc,
	output [31:0] ALUvalue);
	assign ALUvalue = (ALUSrc) ? signExnd:regRead;
endmodule 
module MuxBranch(
	input Branch,
	input [31:0] ALUResult,
	input [31:0] OtherAddr,
	output [31:0] Addr);
	assign Addr = (Branch) ? ALUResult : OtherAddr;
endmodule 
module SMultiplierLogic(
	input [31:0] A,
	input B,
	input [31:0] pS,
	input pcin,
	output [31:0] sum,
	output prodVal,
	output carry);
	wire [31:0] temp1,temp2,Bext;
	wire overFlow;
	assign Bext = {{(31){B}},B};
	assign temp1 = {pcin,pS[31:1]};
	assign temp2 = A&Bext;
	ThirtyTwoBitAdder uu0 (.A(temp1), .B(temp2),.cin(1'b0),.sum(sum),.cout(carry),.overFlow(overFlow));
	assign prodVal = sum[0];
endmodule
module ShiftLeftTwo(
	input [31:0] inaddr,
	output [31:0] outaddr);
	assign outaddr  = inaddr<<2;
endmodule
module SixtyFourBitMul(
	input [31:0] A,
	input [31:0] B,
	output [63:0] product);
	wire [31:0] Temp0,Temp1,Temp2,Temp3;
	wire [31:0] Bone,Bzero,c0;
	wire [31:0] sum0,sum1,sum2,sum3,sum4,sum5,sum6,sum7,sum8,sum9,sum10,sum11,sum12,sum13,sum14,sum15;
	wire [31:0] sum16, sum17,sum18, sum19, sum20, sum21, sum22, sum23, sum24, sum25, sum26, sum27, sum28, sum29, sum30, sum31;
	wire overFlow;
	assign Bzero = {{(31){B[0]}},B[0]};
	assign Bone = {{(31){B[1]}},B[1]};
	assign Temp1 = A&Bone;
	assign Temp2 = A&Bzero;
	assign product[0] = Temp2[0];
	assign Temp3 = {1'b0,Temp2[31:1]};
	ThirtyTwoBitAdder uu0 (.A(Temp1),.B(Temp3),.cin(1'b0),.sum(sum0),.cout(c0[0]),.overFlow(overFlow));
	assign product[1] = sum0[0];
	SMultiplierLogic u0 (.A(A),.B(B[2]),.pS(sum0),.pcin(c0[0]),.sum(sum1),.prodVal(product[2]),.carry(c0[1]));
	SMultiplierLogic u1 (.A(A),.B(B[3]),.pS(sum1),.pcin(c0[1]),.sum(sum2),.prodVal(product[3]),.carry(c0[2]));
	SMultiplierLogic u2 (.A(A),.B(B[4]),.pS(sum2),.pcin(c0[2]),.sum(sum3),.prodVal(product[4]),.carry(c0[3]));
	SMultiplierLogic u3 (.A(A),.B(B[5]),.pS(sum3),.pcin(c0[3]),.sum(sum4),.prodVal(product[5]),.carry(c0[4]));
	SMultiplierLogic u4 (.A(A),.B(B[6]),.pS(sum4),.pcin(c0[4]),.sum(sum5),.prodVal(product[6]),.carry(c0[5]));
	SMultiplierLogic u5 (.A(A),.B(B[7]),.pS(sum5),.pcin(c0[5]),.sum(sum6),.prodVal(product[7]),.carry(c0[6]));
	SMultiplierLogic u6 (.A(A),.B(B[8]),.pS(sum6),.pcin(c0[6]),.sum(sum7),.prodVal(product[8]),.carry(c0[7]));
	SMultiplierLogic u7 (.A(A),.B(B[9]),.pS(sum7),.pcin(c0[7]),.sum(sum8),.prodVal(product[9]),.carry(c0[8]));
	SMultiplierLogic u8 (.A(A),.B(B[10]),.pS(sum8),.pcin(c0[8]),.sum(sum9),.prodVal(product[10]),.carry(c0[9]));
	SMultiplierLogic u9 (.A(A),.B(B[11]),.pS(sum9),.pcin(c0[9]),.sum(sum10),.prodVal(product[11]),.carry(c0[10]));
	SMultiplierLogic u10 (.A(A),.B(B[12]),.pS(sum10),.pcin(c0[10]),.sum(sum11),.prodVal(product[12]),.carry(c0[11]));
	SMultiplierLogic u11 (.A(A),.B(B[13]),.pS(sum11),.pcin(c0[11]),.sum(sum12),.prodVal(product[13]),.carry(c0[12]));
	SMultiplierLogic u12 (.A(A),.B(B[14]),.pS(sum12),.pcin(c0[12]),.sum(sum13),.prodVal(product[14]),.carry(c0[13]));
	SMultiplierLogic u13 (.A(A),.B(B[15]),.pS(sum13),.pcin(c0[13]),.sum(sum14),.prodVal(product[15]),.carry(c0[14]));
	SMultiplierLogic u14 (.A(A),.B(B[16]),.pS(sum14),.pcin(c0[14]),.sum(sum15),.prodVal(product[16]),.carry(c0[15]));
	SMultiplierLogic u15 (.A(A),.B(B[17]),.pS(sum15),.pcin(c0[15]),.sum(sum16),.prodVal(product[17]),.carry(c0[16]));	
	SMultiplierLogic u16 (.A(A),.B(B[18]),.pS(sum16),.pcin(c0[16]),.sum(sum17),.prodVal(product[18]),.carry(c0[17]));
	SMultiplierLogic u17 (.A(A),.B(B[19]),.pS(sum17),.pcin(c0[17]),.sum(sum18),.prodVal(product[19]),.carry(c0[18]));
	SMultiplierLogic u18 (.A(A),.B(B[20]),.pS(sum18),.pcin(c0[18]),.sum(sum19),.prodVal(product[20]),.carry(c0[19]));	
	SMultiplierLogic u19 (.A(A),.B(B[21]),.pS(sum19),.pcin(c0[19]),.sum(sum20),.prodVal(product[21]),.carry(c0[20]));
	SMultiplierLogic u20 (.A(A),.B(B[22]),.pS(sum20),.pcin(c0[20]),.sum(sum21),.prodVal(product[22]),.carry(c0[21]));
	SMultiplierLogic u21 (.A(A),.B(B[23]),.pS(sum21),.pcin(c0[21]),.sum(sum22),.prodVal(product[23]),.carry(c0[22]));	
	SMultiplierLogic u22 (.A(A),.B(B[24]),.pS(sum22),.pcin(c0[22]),.sum(sum23),.prodVal(product[24]),.carry(c0[23]));
	SMultiplierLogic u23 (.A(A),.B(B[25]),.pS(sum23),.pcin(c0[23]),.sum(sum24),.prodVal(product[25]),.carry(c0[24]));
	SMultiplierLogic u24 (.A(A),.B(B[26]),.pS(sum24),.pcin(c0[24]),.sum(sum25),.prodVal(product[26]),.carry(c0[25]));	
	SMultiplierLogic u25 (.A(A),.B(B[27]),.pS(sum25),.pcin(c0[25]),.sum(sum26),.prodVal(product[27]),.carry(c0[26]));
	SMultiplierLogic u26 (.A(A),.B(B[28]),.pS(sum26),.pcin(c0[26]),.sum(sum27),.prodVal(product[28]),.carry(c0[27]));
	SMultiplierLogic u27 (.A(A),.B(B[29]),.pS(sum27),.pcin(c0[27]),.sum(sum28),.prodVal(product[29]),.carry(c0[28]));	
	SMultiplierLogic u28 (.A(A),.B(B[30]),.pS(sum28),.pcin(c0[28]),.sum(sum29),.prodVal(product[30]),.carry(c0[29]));
	SMultiplierLogic u29 (.A(A),.B(B[31]),.pS(sum29),.pcin(c0[29]),.sum(sum30),.prodVal(product[31]),.carry(c0[30]));
	assign product[63:32] = {c0[30],sum30[31:1]};
endmodule
module ThirtyTwoBitAdder(
	input [31:0]A,
	input [31:0]B,
	input cin,
	output [31:0] sum,
	output cout,
	output overFlow);
	wire [7:0]tcout;
	FourBitCLA uu0 (.A(A[3:0]), .B(B[3:0]),.cin(cin),.sum(sum[3:0]),.cout(tcout[0]));
	FourBitCLA uu1 (.A(A[7:4]), .B(B[7:4]),.cin(tcout[0]),.sum(sum[7:4]),.cout(tcout[1]));
	FourBitCLA uu2 (.A(A[11:8]), .B(B[11:8]),.cin(tcout[1]),.sum(sum[11:8]),.cout(tcout[2]));
	FourBitCLA uu3 (.A(A[15:12]), .B(B[15:12]),.cin(tcout[2]),.sum(sum[15:12]),.cout(tcout[3]));
	FourBitCLA uu4 (.A(A[19:16]), .B(B[19:16]),.cin(tcout[3]),.sum(sum[19:16]),.cout(tcout[4]));
	FourBitCLA uu5 (.A(A[23:20]), .B(B[23:20]),.cin(tcout[4]),.sum(sum[23:20]),.cout(tcout[5]));
	FourBitCLA uu6 (.A(A[27:24]), .B(B[27:24]),.cin(tcout[5]),.sum(sum[27:24]),.cout(tcout[6]));
	FourBitCLA uu7 (.A(A[31:28]), .B(B[31:28]),.cin(tcout[6]),.sum(sum[31:28]),.cout(tcout[7]));
	assign cout = tcout[7];
endmodule 
module ThirtyTwoBitSub(
	input [31:0] B,
	input [31:0] A,
	input cin,
	output [31:0] Diff);
	wire [31:0] Ba;
	wire [31:0] ecin;
	wire cout;
	wire overFlow;
	assign ecin = {{(31){cin}},cin};
	assign Ba = B^ecin;
	ThirtyTwoBitAdder u0 (.A(A),.B(Ba),.cin(cin),.sum(Diff),.cout(cout),.overFlow(overFlow));
endmodule
$ cat design/flow/run.sh
#!/bin/bash
# OpenROAD 26Q1-2900-gdf79404cd8, Yosys 0.63+post, stock flow scripts
make -C /OpenROAD-flow-scripts/flow DESIGN_CONFIG=/design/flow/config.mk WORK_HOME=/design/flow/orfs finish
$ cat design/flow/config.mk
export PLATFORM = sky130hd
export DESIGN_NAME = Execute
export DESIGN_NICKNAME = Execute
export VERILOG_FILES = /design/flow/design.v
export SDC_FILE = /design/flow/constraint.sdc
export NUM_CORES = 4
export LEC_CHECK = 1
export CORE_UTILIZATION = 50
$ cat design/flow/constraint.sdc
current_design Execute

set clk_period 45.9
set clk_io_pct 0.2

create_clock -name clk0 -period $clk_period

set non_clock_inputs [all_inputs -no_clocks]
set_input_delay [expr $clk_period * $clk_io_pct] -clock clk0 $non_clock_inputs
set_output_delay [expr $clk_period * $clk_io_pct] -clock clk0 [all_outputs]
==> reports/metrics.yaml <==
setup.worst_path.end: "MX2[20]"
crit_start: "ALUSrc"
holdWs_ps: 19350
relSlewSlack_pct: 21.4
critPathTopFamily: "adder cells"
syn_to_final_growth_pct: 7.55
dp_slack_ps: 10940
synth_cells: 7756
yosysCellCount: 7756
ys_async_sr_fraction_pct: 0
die-width_um: 359
maxCapViolCount: 0
unclocked_pins: 161
slowest_stage: "buf_4"
antenna_found_initial: 15
synth_cell_types: 108
finalClockPeriodUsage_pct: 76.0
cpMostUsedCell: "fa_1"
core_mm2: 0.126
worstSetupStartpointType: "input port"
grt.met3_usage_pct: 17.0
synth_area_mm2: 0.0636
ff_type: "dlxtp_1"
powerDensity_mw_per_mm2: 4330
yosysChipArea_mm2: 0.0636
untimed_endpoints: 193
fp_util_pct: 50.5
path_class: "input port to output port"
drtAntennaViolNets: 0
drt_iter0_markers: 4482
hold_viol_final: 0
rsz0062_at_grt: "false"
postCtsSetupRepairBufs: 0
ctsHoldBuffers: 0
swShare_pct: 53.0
cp.arrival_ps: 25720
wl_mm: 253
port_buffers: 230
hold_path.class: "input port to output port"
finalSetupTns_ps: 0
cp-end-kind: "output port"
routed_via_density: 6.25
cts_resized: 0
intPower_w: 0.139
period_minus_slack_ps: 34900
edf_count: 0
switchingPower_w: 0.157
cp_slowest_stage_delay_ps: 480
cp.depth: 45
mostFrequentLayoutCells: "nor2_1, fa_1, ha_1"
slew_viol_final: 0
cp.required_ps: 36720
rows: 130
warnings: 102
dpl.hpwl_mm: 205
grt.overflow.total: 0
grt_pass1_vias: 57864
clock.fmax_ghz: 0.0286
worst-path-max-fanout: 35
peakVddDrop_mv: 3.80
ys.flops: 161
gp_congestion: 1.08
yosys.area.top_type: "fa_1"
drt_pass1_iterations: 5
die_h_um: 359
crit_buf_inv: 4
setup_ws_ps: 11000
use_met1_pct: 58.9
wire_per_inst_um: 26.7
status: "complete, no violations"
pin_count: 232
grt_most_used_layer: "met2"
grt_max_degree: 66
drc: 0
drive_gt1_share_pct: 5.68
leakagePower_nw: 31.5
grt_pass1_wl_mm: 374
groute.usage.overall_pct: 41.7
met2_usage_pct: 59.6
via_count: 59133
fp.dieArea_mm2: 0.129
lay_top_count: "nor2_1"
syn_area_per_cell_um2: 8.20
tightest_slew_ps: 1170
synthTopCellsByArea: "fa_1, ha_1, nor2_1, nand2_1, a21oi_1"
ys_warn_count: 1
yosysTopAreaCellShare_pct: 33.0
finalSetupViolations: 0
==> flip-flops by register name (all words and copies together), names as in the netlist <==
name,count
u1.lom,32
u1.flag,1
u1.hid,32
u1.him,32
u1.ALUOut,32
u1.lod,32
==> cell usage after synthesis, types with 31 or more instances <==
library cell  count
a211oi_1         70
a21o_1          161
a21oi_1         416
a31oi_1          85
and2_1           46
and3_1           52
buf_1            31
clkbuf_1        331
dlxtn_1          65
dlxtp_1          96
fa_1           1049
ha_1            630
inv_1           445
mux2_2           98
mux2i_1         137
nand2_1         627
nand2b_1         52
nand3_1         128
nand4_1          51
nor2_1         1413
nor2b_1          57
nor3_1          165
nor4_1           33
o211ai_1         49
o21a_1          126
o21ai_0         283
o21bai_1         36
o22ai_1          49
o31ai_1          42
or2_2            44
or3_1            60
xnor2_1         211
xor2_1          151
==> layer usage <==
layer	up-vias	routed length [µm]
li1	26732	-
met1	29241	102000
met2	2700	108000
met3	454	31300
met4	6	11700
met5	-	38
==> area by class of cell <==
class	instances	area, µm²
Inverter	454	1700
Tap cell	1650	2060
Fill cell	11763	57500
Sequential cell	161	2420
Multi-Input combinational cell	6761	58500
Antenna cell	6	15.0
Timing Repair Buffer	422	3770
==> logic make-up (layout without fill, tap and decap cells) <==
kind of cell	Yosys count	count (layout)	share of synthesized area, %
AOI/OAI and AO/OA	1658	1658	17.4
xor gates and xnor gates	362	362	4.98
adders and majority gates	1679	1679	45.4
buffers and inverters	834	876	4.99
latches	161	161	3.80
muxes	235	235	3.89
other	0	6	0
and+or+nand+nor	2827	2827	19.6
==> worst min path at each step <==
stage	startpoint	to	slack [ps]	cells after the start
5_1_grt	address[3]	MX2[3]	19390	4
4_1_cts	address[3]	MX2[3]	19350	4
6_report	address[3]	MX2[3]	19350	4
==> metrics by stage <==
| stage | cells | area [µm²] | util [%] | total power [W] |
|---|---|---|---|---|
| global route | 9448 | 68400 | 54.3 | 0.307 |
| detailed placement | 9448 | 68400 | 54.3 | 0.299 |
| floorplan | 7756 | 63600 | - | 0.265 |
| finish | 9454 | 68400 | 54.4 | 0.296 |
| CTS | 9448 | 68400 | 54.3 | 0.299 |
| global placement | 9448 | 68400 | 54.3 | 0.297 |
==> power by group through the flow <==
| stage | Sequential [W] | Combinational [W] | Clock [W] |
|---|---|---|---|
| after CTS | 0.00514 | 0.294 | 0 |
| after global routing | 0.00460 | 0.303 | 0 |
Power figures rest on the tool's default switching activity, not on a simulated workload.
