<file path="./run.sh">
#!/bin/bash
# OpenROAD 26Q1-2900-gdf79404cd8, Yosys 0.63+post, stock flow scripts
make -C /OpenROAD-flow-scripts/flow DESIGN_CONFIG=/design/flow/config.mk WORK_HOME=/design/flow/orfs finish
</file>
<file path="./config.mk">
export PLATFORM = sky130hd
export DESIGN_NAME = ThirtyTwoBitMulti
export DESIGN_NICKNAME = ThirtyTwoBitMulti
export VERILOG_FILES = /design/flow/design.v
export SDC_FILE = /design/flow/constraint.sdc
export NUM_CORES = 4
export LEC_CHECK = 1
export CORE_UTILIZATION = 40
</file>
<file path="./constraint.sdc">
current_design ThirtyTwoBitMulti

set clk_period 32.3
set clk_io_pct 0.2

create_clock -name clk0 -period $clk_period

set non_clock_inputs [all_inputs -no_clocks]
set_input_delay [expr $clk_period * $clk_io_pct] -clock clk0 $non_clock_inputs
set_output_delay [expr $clk_period * $clk_io_pct] -clock clk0 [all_outputs]
</file>
<file path="./design.v">
module FourBitCLA(
	input [3:0] A, B,
	input cin,
	output [3:0] sum,
	output cout);
	wire [4:1] tcout;
	assign tcout[1]= ((A[0]^B[0])&cin)+(A[0]&B[0]);
	assign tcout[2]= ((A[1]^B[1])&(((A[0]^B[0])& cin)+(A[0]&B[0])))+(A[1]&B[1]);
	assign tcout[3]= ((A[2]^B[2])&(((A[1]^B[1])&(((A[0]^B[0])&cin)+(A[0]&B[0])))+(A[1]&B[1])))+(A[2]&B[2]);
	assign tcout[4]= ((A[3]^B[3])&(((A[2]^B[2])&(((A[1]^B[1])&(((A[0]^B[0])&cin)+(A[0]&B[0])))+(A[1]&B[1])))+(A[2]&B[2])))+(A[3]&B[3]);
	assign sum[0] = A[0]^B[0]^cin;
	assign sum[1] = A[1]^B[1]^tcout[1];
	assign sum[2] = A[2]^B[2]^tcout[2];
	assign sum[3] = A[3]^B[3]^tcout[3];
	assign cout = tcout[4];
endmodule 
module MultiplierLogic(
	input [15:0] A,
	input B,
	input [15:0] pS,
	input pcin,
	output [15:0] sum,
	output prodVal,
	output carry);
	wire [15:0] temp1,temp2,Bext;
	assign Bext = {{(15){B}},B};
	assign temp1 = {pcin,pS[15:1]};
	assign temp2 = A&Bext;
	SixteenBitAdder uu0 (.A(temp1), .B(temp2),.cin(1'b0),.sum(sum),.cout(carry));
	assign prodVal = sum[0];
endmodule	
module ThirtyTwoBitMulti(
	input [15:0] A,
	input [15:0] B,
	output [31:0] product);
	wire [15:0] Temp0,Temp1,Temp2,Temp3;
	wire [15:0] Bone,Bzero,c0;
	wire [15:0] sum0,sum1,sum2,sum3,sum4,sum5,sum6,sum7,sum8,sum9,sum10,sum11,sum12,sum13,sum14,sum15;
	assign Bzero = {{(15){B[0]}},B[0]};
	assign Bone = {{(15){B[1]}},B[1]};
	assign Temp1 = A&Bone;
	assign Temp2 = A&Bzero;
	assign product[0] = Temp2[0];
	assign Temp3 = {1'b0,Temp2[15:1]};
	SixteenBitAdder uu0 (.A(Temp1),.B(Temp3),.cin(1'b0),.sum(sum0),.cout(c0[0]));
	assign product[1] = sum0[0];
	MultiplierLogic u0 (.A(A),.B(B[2]),.pS(sum0),.pcin(c0[0]),.sum(sum1),.prodVal(product[2]),.carry(c0[1]));
	MultiplierLogic u1 (.A(A),.B(B[3]),.pS(sum1),.pcin(c0[1]),.sum(sum2),.prodVal(product[3]),.carry(c0[2]));
	MultiplierLogic u2 (.A(A),.B(B[4]),.pS(sum2),.pcin(c0[2]),.sum(sum3),.prodVal(product[4]),.carry(c0[3]));
	MultiplierLogic u3 (.A(A),.B(B[5]),.pS(sum3),.pcin(c0[3]),.sum(sum4),.prodVal(product[5]),.carry(c0[4]));
	MultiplierLogic u4 (.A(A),.B(B[6]),.pS(sum4),.pcin(c0[4]),.sum(sum5),.prodVal(product[6]),.carry(c0[5]));
	MultiplierLogic u5 (.A(A),.B(B[7]),.pS(sum5),.pcin(c0[5]),.sum(sum6),.prodVal(product[7]),.carry(c0[6]));
	MultiplierLogic u6 (.A(A),.B(B[8]),.pS(sum6),.pcin(c0[6]),.sum(sum7),.prodVal(product[8]),.carry(c0[7]));
	MultiplierLogic u7 (.A(A),.B(B[9]),.pS(sum7),.pcin(c0[7]),.sum(sum8),.prodVal(product[9]),.carry(c0[8]));
	MultiplierLogic u8 (.A(A),.B(B[10]),.pS(sum8),.pcin(c0[8]),.sum(sum9),.prodVal(product[10]),.carry(c0[9]));
	MultiplierLogic u9 (.A(A),.B(B[11]),.pS(sum9),.pcin(c0[9]),.sum(sum10),.prodVal(product[11]),.carry(c0[10]));
	MultiplierLogic u10 (.A(A),.B(B[12]),.pS(sum10),.pcin(c0[10]),.sum(sum11),.prodVal(product[12]),.carry(c0[11]));
	MultiplierLogic u11 (.A(A),.B(B[13]),.pS(sum11),.pcin(c0[11]),.sum(sum12),.prodVal(product[13]),.carry(c0[12]));
	MultiplierLogic u12 (.A(A),.B(B[14]),.pS(sum12),.pcin(c0[12]),.sum(sum13),.prodVal(product[14]),.carry(c0[13]));
	MultiplierLogic u13 (.A(A),.B(B[15]),.pS(sum13),.pcin(c0[13]),.sum(sum14),.prodVal(product[15]),.carry(c0[14]));
	assign product[31:16] = {c0[14],sum14[15:1]};
endmodule
module SixteenBitAdder(
	input [15:0]A,
	input [15:0]B,
	input cin,
	output [15:0] sum,
	output cout);
	wire [3:0]tcout;
	wire zero;
	FourBitCLA uu0 (.A(A[3:0]), .B(B[3:0]),.cin(cin),.sum(sum[3:0]),.cout(tcout[0]));
	FourBitCLA uu1 (.A(A[7:4]), .B(B[7:4]),.cin(tcout[0]),.sum(sum[7:4]),.cout(tcout[1]));
	FourBitCLA uu2 (.A(A[11:8]), .B(B[11:8]),.cin(tcout[1]),.sum(sum[11:8]),.cout(tcout[2]));
	FourBitCLA uu3 (.A(A[15:12]), .B(B[15:12]),.cin(tcout[2]),.sum(sum[15:12]),.cout(tcout[3]));
	assign cout = tcout[3];
endmodule 
</file>
==> insert_results.sql <==
-- implementation run metrics
INSERT INTO impl_metrics (metric_group, metric, value, unit) VALUES
('outcome', 'outcome', 'finished, final reports clean', ''),
('timing', 'slew_violations', '0', ''),
('die', 'fp_util', '40.9', '%'),
('logic_synthesis', 'post_synth.cell_area_avg', '11.4', 'sq um'),
('logic_synthesis', 'largest_area_contributor_in_the_synthesized_netlist', 'sky130_fd_sc_hd__fa_1', ''),
('logic_synthesis', 'post_synth_instance_area', '7070', 'sq um'),
('hold_path', 'whs_path_depth', '4', ''),
('logic_synthesis', 'postSynthSeqShare', '0', '%'),
('logic_synthesis', 'synth.lib_cells_used.distinct', '8', ''),
('worst_setup_path', 'cpMaxStageDelayCell', 'sky130_fd_sc_hd__fa_2', ''),
('timing', 'setup-violations-final', '0', ''),
('worst_setup_path', 'crit_path_max_fanout', '3', ''),
('grt', 'grt_start_max_net_pins', '17', ''),
('worst_setup_path', 'path_buffers', '4', ''),
('logic_synthesis', 'yosysChipArea', '7070', 'sq um'),
('detailed_routing', 'drt_pre_antenna_iters', '4', ''),
('grt', 'vias_in_the_first_global_route', '4690', ''),
('die', 'top_level_i_o_count', '64', ''),
('placed_design', 'place.port_buffers', '64', ''),
('layout', 'comb_area', '6850', 'sq um'),
('worst_setup_path', 'cp.arrival', '25340', 'ps'),
('worst_setup_path', 'setup.worst_path.class', 'primary input to output pin', ''),
('hold_path', 'hold_path_startpoint', 'B[0]', ''),
('timing', 'relSlewSlack', '65.0', '%'),
('die', 'core.rowCount', '48', ''),
('timing', 'post-route-worst-setup-slack', '500', 'ps'),
('hold_path', 'timing.hold.worst.class', 'primary input to output pin', ''),
('timing', 'timing_worst_slew_pin_value', '524', 'ps'),
('die', 'chipWidth', '135', 'um'),
('timing', 'finalWorstPathRequiredPeriod', '31800', 'ps'),
('logic_synthesis', 'yosys-top-cells-count', 'sky130_fd_sc_hd__fa_1, sky130_fd_sc_hd__and2_1, sky130_fd_sc_hd__and2_2', ''),
('timing', 'timing.hold.ws', '13720', 'ps'),
('detailed_routing', 'detail_route.antenna_diodes', '0', ''),
('worst_setup_path', 'worst_setup_path_start_kind', 'primary input', ''),
('logic_synthesis', 'synthDominantCellAreaShare', '63.4', '%'),
('grt', 'grt_first_pass_wirelength', '19700', 'um'),
('run', 'openroad.warnings', '33', ''),
('timing', 'finalHoldViolCount', '0', ''),
('grt', 'grt_util_all_layers', '13.6', '%'),
('placed_design', 'place.gp.congestion', '0.750', ''),
('logic_synthesis', 'top_cell', 'sky130_fd_sc_hd__fa_1', ''),
('placed_design', 'place.detailed.hpwl', '9120', 'um'),
('grt', 'globalRoute.totalOverflow', '0', ''),
('worst_setup_path', 'cp_data_required_time', '25840', 'ps'),
('layout', 'final.clkbuf_count', '0', ''),
('detailed_routing', 'route.detailed.wl_per_inst', '11.2', 'um'),
('die', 'floorplan.core_area', '17300', 'sq um'),
('layout', 'final_cells', '872', ''),
('detailed_routing', 'drc_errors', '0', ''),
('detailed_routing', 'via_count', '3891', ''),
('placed_design', 'worst_case_setup_slack_after_placement', '-865', 'ps'),
('detailed_routing', 'vias_per_cell', '4.46', ''),
('worst_setup_path', 'slowest_delay', '590', 'ps'),
('layout', 'sequential_cell_area', '0', 'sq um'),
('worst_setup_path', 'critical_path.most_common_cell', 'sky130_fd_sc_hd__fa_2', ''),
('detailed_routing', 'routed_wirelength', '9760', 'um'),
('worst_setup_path', 'cell_depth_of_the_worst_setup_path', '49', ''),
('detailed_routing', 'detail-route-antenna-nets', '0', ''),
('layout', 'nFillCells', '1510', ''),
('logic_synthesis', 'post_synth_main_area_contributors', 'sky130_fd_sc_hd__fa_1, sky130_fd_sc_hd__and2_2, sky130_fd_sc_hd__and2_1, sky130_fd_sc_hd__inv_1, sky130_fd_sc_hd__buf_6', ''),
('hold_path', 'hold_end', 'product[1]', ''),
('timing', 'rsz0062_at_grt', 'false', ''),
('grt', 'grt_antenna_before_repair', '0', ''),
('timing', 'min_period_over_period', '98.5', '%'),
('run', 'cap_violations', '0', ''),
('timing', 'clock.fmax', '31.4', 'MHz'),
('layout', 'drive_above_1_share', '52.7', '%'),
('detailed_routing', 'detail_route.iter0.violations', '23', ''),
('die', 'floorplan.die.height', '135', 'um'),
('logic_synthesis', 'yosysWarnings', '0', ''),
('logic_synthesis', 'cell_count_after_synthesis', '618', ''),
('layout', 'layout.sequential_cells', '0', ''),
('placed_design', 'placedCellCount', '871', ''),
('logic_synthesis', 'yosysCellCount', '618', ''),
('die', 'chipArea', '18200', 'sq um'),
('worst_setup_path', 'path_delay_family', 'adder cells', ''),
('worst_setup_path', 'worst_setup_path_end_kind', 'output pin', ''),
('layout', 'area_growth', '15.0', '%');
-- worst max path at each step --
stage         startpoint          end  slack, ps
global route        B[1]  product[31]         30
CTS                 B[1]  product[30]       -240
finish              B[1]  product[31]        500
-- logic make-up after synthesis --
logic type / Yosys count / synth area share (%)
adder cells (fa/ha/maj): 240 / 66.2
buffers and inverters: 122 / 10.1
AND/OR/NAND/NOR: 256 / 23.6
-- layer usage --
metal	track usage, %	part of all wire, %
met5	0	0
met4	0	0
met3	1.53	3.1
met2	24.2	54
met1	20.1	43
-- layout make-up --
class,count,area share (%)
well taps,225,3.46
inverters,75,3.46
multi-input cells,496,84.2
repair buffers,76,8.87
-- repair_timing --
action | 4_1_cts | 5_1_grt
resized | 164 | 71
pin swaps | 102 | 89
hold buffers | 0 | 0
setup endpoints to repair | 4 | 4
setup buffers | 2 | 0
-- per-stage QoR --
step | area, sq um | setup TNS, ps | utilization, %
finish | 8140 | 0 | 47.0
global route | 8140 | 0 | 47.0
CTS | 8050 | -291 | 46.5
detailed placement | 7640 | -2100 | 44.2
global placement | 7640 | -1680 | 44.2
floorplan | 7070 | 0 | -
-- cell usage in the layout (no fill, tap or decap) --
| cell type | count |
|---|---|
| sky130_fd_sc_hd__and2_1 | 118 |
| sky130_fd_sc_hd__and2_2 | 109 |
| sky130_fd_sc_hd__and2_4 | 3 |
| sky130_fd_sc_hd__buf_4 | 12 |
| sky130_fd_sc_hd__buf_6 | 1 |
| sky130_fd_sc_hd__clkbuf_2 | 3 |
| sky130_fd_sc_hd__clkdlybuf4s50_1 | 58 |
| sky130_fd_sc_hd__dlymetal6s2s_1 | 2 |
| sky130_fd_sc_hd__fa_1 | 34 |
| sky130_fd_sc_hd__fa_2 | 190 |
| sky130_fd_sc_hd__ha_1 | 15 |
| sky130_fd_sc_hd__ha_4 | 1 |
| sky130_fd_sc_hd__inv_1 | 53 |
| sky130_fd_sc_hd__inv_2 | 22 |
| sky130_fd_sc_hd__nand2_1 | 26 |
